## flow/design.v

```verilog
module PC
#(
  parameter SIZE_CNT=3,
  parameter CNT_CLK=1
)
(clk,Cnt, PC_Control, Count_ALU, pc);
parameter N=4;
input clk;
input [SIZE_CNT:0]Cnt;
input PC_Control;
input [N-1:0]Count_ALU;
output [N-1:0]pc;
reg [N-1:0]pc_current;
wire [N-1:0]pc_next, pc2;
initial begin
	pc_current <= 4'b0;
	end
always @(posedge clk)
	begin 
	if(Cnt==CNT_CLK)
	begin
	pc_current <= pc_next;
	end
	end
	assign pc2 =(PC_Control==0)? Count_ALU:(pc_current +  4'b0001);
	assign pc_next = pc2;
	assign pc = pc_current;
endmodule
```

## flow/run.sh

```bash
#!/bin/bash
# OpenROAD 26Q1-2900-gdf79404cd8, Yosys 0.63+post, stock flow scripts
make -C /OpenROAD-flow-scripts/flow DESIGN_CONFIG=/design/flow/config.mk WORK_HOME=/design/flow/orfs finish
```

## flow/config.mk

```make
export PLATFORM = sky130hd
export DESIGN_NAME = PC
export DESIGN_NICKNAME = PC
export VERILOG_FILES = /design/flow/design.v
export SDC_FILE = /design/flow/constraint.sdc
export NUM_CORES = 4
export LEC_CHECK = 1
export CORE_AREA = 10 10 70 70
export DIE_AREA = 0 0 80 80
```

## flow/constraint.sdc

```tcl
current_design PC

set clk_period 1.7
set clk_io_pct 0.2

create_clock -name clk0 -period $clk_period [get_ports {clk}]

set non_clock_inputs [all_inputs -no_clocks]
set_input_delay [expr $clk_period * $clk_io_pct] -clock clk0 $non_clock_inputs
set_output_delay [expr $clk_period * $clk_io_pct] -clock clk0 [all_outputs]
```

==> run notes <==
• layout cells sized above 1: 0.176
• switching power summed over all nets: 0.0000495 W
• Max Clk Rate: 677 MHz
• setup repair after global routing missed its margin: false
• sink count of the clock tree: 4
• Pre-Repair DR Iteration Count: 2
• Registers, synthesis: 4
• Int Power: 0.000219 W
• required time at the endpoint of the critical path: 1.36 ns
• Max Slew Vio Count: 0
• total number of vias: 191
• Layout Area Growth over Synthesis: 109%
• post-layout minimum cycle time: 1.48 ns
• buffers and inverters on the worst path: 1
• worst-case hold slack: 0.666 ns
• Die Span Y: 80 um
• Initial Util: 0.0604
• class of the most critical hold timing path: reg -> reg
• part of the power in the clock network: 0.431
• largest net degree at the start of global routing: 6
• largest delay contributor family on the critical path: buffers and inverters
• type of element capturing the critical path: primary output
• buffers inserted during post-CTS setup optimization: 0
• area of the die: 6400 um^2
• number of endpoints failing setup at the final stage: 0
• total negative setup slack: 0 ns
• number of warning messages in the yosys log: 1
• post-synthesis chip area from yosys: 206 um^2
• fraction of the core area covered by cells at the end of the flow: 0.126
• CTS clock-pin slew for the worst setup and hold paths: 0.04 ns
• final number of hold-violating endpoints: 0
• Post-CTS Resized: 0
• area of the placeable core: 3420 um^2
• deepest clock path buffer count: 2
• Non-Filler Instances: 80
• Synth cell types: 11
• Switching Fraction: 0.184
• number of antenna violations at the first check in global routing: 0
• final routed DRC violation total: 0
• count of instantiated cells in the yosys netlist: 16
• level count of the clock H-tree: 1
• number of buffers inserted for hold repair after clock tree synthesis: 0
• quantity of I/O buffers inserted on ports: 13
• highest cell delay on the worst timing path: 0.51 ns
• number of global-route vias before repair: 216
• combinational power share: 0.147
• number of maximum-capacitance constraint violations: 0
• highest fanout seen on the critical path: 4
• registers with the most flip-flops: pc_current: 4 flops
• cells along the critical path: clkdlybuf4s50_1
• clock root buffer: clkbuf_4
• Rows: 21
• number of standard cells after synthesis: 16
• number of placed instances, taps included: 77
• WL/cell: 9.06 um
• Die X-Extent: 80 um
• clock tree skew after final layout: 0.00285 ns
• later-pin clock latency in the skew report: 0.23 ns
• category of the most critical setup path: reg -> out
• total tool warning count: 25
• sequential element share of the synthesized area: 0.582
• Netlist Area Pre-Place: 206 um^2
• number of buffers created by CTS: 3
• final worst path period share: 0.869
• ANT cells: 0
• register share of total power: 0.422
• Total GRT Usage: 0.0235
• wire length reported by the detailed router: 725 um
• mean instance size in the synthesized netlist: 12.9 um^2
• areal power density over the cells: 623 nW/um^2
• Worst Tran Pin Value: 0.247 ns
• Max rail drop VDD: 0.228 mV
• First DRT Iteration DRCs: 1
• clock tree from TritonCTS: built
• worst slew slack as a fraction of its limit: 0.833
• total overflow reported by the global router: 0
• worst-path cell with the longest stage delay: clkdlybuf4s50_1
• vias per inst: 2.39
• number of flip-flops under the largest register name: 4
• status: completed
• worst-case setup margin in the final layout: 0.222 ns
• post-placement setup slack: 0.188 ns
• largest reg by FF count: pc_current
• leakage power summed over all cells: 0.148 nW
• antenna-violating nets left: 0
• Final Wtd Congestion: 0.729
• IO Count: 14
• CP arrival: 1.14 ns
• wire length of the first global-routing pass: 1.15 mm
• element type at the critical path start: flop
[cells in the final DEF (no fill, tap or decap)]
| master | netlist | final |
|---|---|---|
| xnor2_1 | 1 | 1 |
| ha_1 | 1 | 1 |
| inv_1 | 1 | 1 |
| buf_4 | 0 | 2 |
| clkbuf_4 | 0 | 3 |
| nand3_1 | 1 | 1 |
| mux2i_1 | 1 | 1 |
| xor2_1 | 1 | 1 |
| clkdlybuf4s50_1 | 0 | 13 |
| mux2_2 | 1 | 1 |
| nor4b_1 | 1 | 1 |
| edfxtp_1 | 4 | 4 |
| nor2_1 | 2 | 2 |
| a21oi_1 | 2 | 2 |
[worst reg2reg max path, cell delays in order, from the launching register on]
cell and delay (ns):
edfxtp_1 0.43, ha_1 0.32, mux2_2 0.26
[power groups by stage]
stage / clock network (W) / logic (W) / registers [W]
4_1_cts: 0.000124 / 0.0000396 / 0.000113
5_1_grt: 0.000132 / 0.0000435 / 0.000113
6_report: 0.000116 / 0.0000394 / 0.000113
[worst paths after layout]
path                                     from            end  slack (ns)  depth (start not counted)
worst min register to register  pc_current[0]  pc_current[0]        0.67                          1
worst max register to register  pc_current[0]  pc_current[1]        0.43                          2
worst min-delay path            pc_current[0]  pc_current[0]        0.67                          1
worst max-delay path            pc_current[0]          pc[0]        0.22                          1
[logic make-up (layout without fill, tap and decap cells)]
group | after synthesis | count (layout) | share of synthesized area
compound gates | 2 | 2 | 0.0485
mux | 2 | 2 | 0.103
xor+xnor | 2 | 2 | 0.0849
buf+inv | 1 | 19 | 0.0182
simple gates | 4 | 4 | 0.103
fa+ha+maj | 1 | 1 | 0.0606
flops | 4 | 4 | 0.582
[area by class of cell]
cell class                 count  area (um^2)
fill                         404         2980
multi-input combinational     11         82.6
inverter                       1         3.75
tap                           46         57.6
timing repair buffer          15          145
clock buffer                   3         22.5
sequential                     4          120
[synth_stat cells]
master / number / area share
edfxtp_1: 4 / 0.58
a21oi_1: 2 / 0.048
nor2_1: 2 / 0.036
ha_1: 1 / 0.061
inv_1: 1 / 0.018
mux2_2: 1 / 0.055
mux2i_1: 1 / 0.048
nand3_1: 1 / 0.024
nor4b_1: 1 / 0.042
xnor2_1: 1 / 0.042
xor2_1: 1 / 0.042
[routing by layer]
layer  vias up  track usage  part of all wire
li1         96            -                 -
met5         -            0                 0
met2        18       0.0193              0.21
met1        77       0.0369              0.62
met4         0      0.00704                 0
met3         0       0.0205              0.17
[metrics by stage]
| stage | cell area, um^2 | total power [W] |
|---|---|---|
| after CTS | 432 | 0.000277 |
| after floorplan | 206 | 0.000123 |
| after global placement | 409 | 0.000153 |
| after global routing | 432 | 0.000288 |
| after detailed placement | 409 | 0.000154 |
| final | 432 | 0.000269 |
Power and IR drop assume default switching activity.
