File: design/flow/config.mk
export PLATFORM = sky130hd
export DESIGN_NAME = Control
export DESIGN_NICKNAME = Control
export VERILOG_FILES = /design/flow/design.v
export SDC_FILE = /design/flow/constraint.sdc
export NUM_CORES = 4
export LEC_CHECK = 1
export CORE_AREA = 10 10 70 70
export DIE_AREA = 0 0 80 80
File: design/flow/constraint.sdc
current_design Control

set clk_period 3.9
set clk_io_pct 0.2

create_clock -name clk0 -period $clk_period [get_ports {clk}]

set non_clock_inputs [all_inputs -no_clocks]
set_input_delay [expr $clk_period * $clk_io_pct] -clock clk0 $non_clock_inputs
set_output_delay [expr $clk_period * $clk_io_pct] -clock clk0 [all_outputs]
File: design/flow/design.v
module Control
#(
  parameter SIZE_CNT=0,
  parameter CNT_CLK=0 
)
(
		input[3:0] OP, 
    	input [1:0] SM, 
		input [2:0] FLAG_ALU,
		input clk,
		input [SIZE_CNT:0]cnt_clk,
		output reg [0:0]PC_Ctr,                    
		output reg [1:0]Mem_Ctr,
		output reg [1:0]Reg_Ctr,
		output reg[3:0] ALU_Ctr,
		output reg ALU_IN,                         
		output reg MemToReg,								 
		output reg Reg_Dst,								 
		output reg sl_WriteData
);
parameter MEM  = 2'b00, ARITH = 2'b01, LOGIC = 2'b10, FLOW = 2'b11;
reg STATUS_END = 1'b0;
parameter START = 5'b0,PC_RUN = 1'b1, INS_RUN = 1'b1, RES_RUN = 1'b1, ALU_RUN = 1'b1, MEM_RUN = 1'b1;
initial
begin
PC_Ctr = 1;
end
always @(posedge clk)
begin
if(cnt_clk==CNT_CLK)
begin
if(SM==MEM)
	 begin
		 if(OP==4'b0000)         
		  begin
		   PC_Ctr  	= 1'b1;		 
			Mem_Ctr 	= 2'b01;		 
			Reg_Ctr 	= 2'b00;     
			ALU_Ctr 	= 4'b0000;   
			ALU_IN  	= 1'b0;
			MemToReg	= 1'bz;
			Reg_Dst  = 1'b1;
			sl_WriteData = 1'b0;
		  end
		  	else if(OP==4'b0001)     
		  begin
		   PC_Ctr  	= 1'b1;		   
			Mem_Ctr 	= 2'b00;		   
			Reg_Ctr 	= 2'b00;       
			ALU_Ctr 	= 4'b0000;     
			ALU_IN  	= 1'b0;
			MemToReg	= 1'b1;     
			Reg_Dst  = 1'b1;
			sl_WriteData = 1'b1;
		  end
		  	else if(OP==4'b0010)         
		  begin
		   PC_Ctr  	= 1'b1;		  
			Mem_Ctr 	= 2'b01;		  
			Reg_Ctr 	= 2'b00;      
			ALU_Ctr 	= 4'b0000;    
			ALU_IN  	= 1'b0;
			MemToReg	= 1'bz;       
			Reg_Dst  = 1'b0;
			sl_WriteData = 1'b1;
		  end
	 end
	 else if (SM==ARITH)
	 begin
		 if(OP==4'b0001)            
		  begin
		   PC_Ctr  	= 1'b1;			 
			Mem_Ctr 	= 2'b00;		    
			Reg_Ctr = 2'b00;         
			ALU_Ctr 	= 4'b0001;      
			ALU_IN  	= 1'b1;
			MemToReg	= 1'b0;			
			Reg_Dst  = 1'b0;
			sl_WriteData = 1'b1;
		  end
		  	else if(OP==4'b0010)      
		  begin
		   PC_Ctr  	= 1'b1;			 
			Mem_Ctr 	= 2'b00;		    
	    	Reg_Ctr 	= 2'b00;        
			ALU_Ctr 	= 4'b0010;      
			ALU_IN  	= 1'b1;
			MemToReg	= 1'b0;			
			Reg_Dst  = 1'b0;
			sl_WriteData = 1'b1;
		  end
			else if(OP==4'b0000)         
		  begin
		   PC_Ctr  	= 1'b1;			 
			Mem_Ctr 	= 2'b00;		    
			Reg_Ctr 	= 2'b00;      
			ALU_Ctr 	= 4'b0000;      
			ALU_IN  	= 1'b1;
			MemToReg	= 1'b0;			
			Reg_Dst  = 1'b0;
			sl_WriteData = 1'b1;
		  end
	 end
	 else if(SM==LOGIC)
	 begin
		 if(OP==4'b0000)         
		  begin
		   PC_Ctr  	= 1'b1;			 
			Mem_Ctr 	= 2'b00;		    
			Reg_Ctr 	= 2'b00;        
			ALU_Ctr 	= 4'b0000;      
			ALU_IN  	= 1'b1;
			MemToReg	= 1'b0;			
			Reg_Dst  = 1'b0;
			sl_WriteData = 1'b1;
		  end
		  	else if(OP==4'b0001)         
		  begin
		   PC_Ctr  	= 1'b1;			 
			Mem_Ctr 	= 2'b00;		    
			Reg_Ctr 	= 2'b00;        
			ALU_Ctr 	= 4'b0001;      
			ALU_IN  	= 1'b1;
			MemToReg	= 1'b0;			
			Reg_Dst  = 1'b0;
			sl_WriteData = 1'b1;
		  end
		   else if(OP==4'b0010)         
		  begin
		   PC_Ctr  	= 1'b1;			 
			Mem_Ctr 	= 2'b00;		    
			Reg_Ctr 	= 2'b00;        
			ALU_Ctr 	= 4'b0010;      
			ALU_IN  	= 1'b1;
			MemToReg	= 1'b0;			
			Reg_Dst  = 1'b0;
			sl_WriteData = 1'b1;
		  end
		   else if(OP==4'b0011)         
		  begin
		   PC_Ctr  	= 1'b1;			 
			Mem_Ctr 	= 2'b00;		    
			Reg_Ctr 	= 2'b00;        
			ALU_Ctr 	= 4'b0011;      
			ALU_IN  	= 1'b1;
			MemToReg	= 1'b0;			
			Reg_Dst  = 1'b0;
			sl_WriteData = 1'b1;
		  end
		  else
		  begin
		  PC_Ctr  	= 1'b1;			 
			Mem_Ctr 	= 2'b00;		    
			Reg_Ctr 	= 2'bzz;        
			ALU_Ctr 	= OP;           
			ALU_IN  	= 1'b1;
			MemToReg	= 1'b0;			
			Reg_Dst  = 1'b0;
			sl_WriteData = 1'b1;
		  end
	 end
	 else if(SM==FLOW)
	 begin
		 if(OP==4'b0000)             
		  begin
		   PC_Ctr  	= 1'b0;			 
			Mem_Ctr 	= 2'bzz;		    
			Reg_Ctr 	= 2'bzz;        
			ALU_Ctr 	= 4'b0000;      
			ALU_IN  	= 1'b0;			 
			MemToReg	= 1'b0;			 
			Reg_Dst  = 1'bz;         
			sl_WriteData = 1'b1;
		  end
	 end
end
else if (cnt_clk==CNT_CLK+1)
begin
if(SM==ARITH || SM==LOGIC||OP==4'b0001)
begin
Reg_Ctr 	= 2'b01;     
end
end
end
endmodule
File: design/flow/run.sh
#!/bin/bash
# OpenROAD 26Q1-2900-gdf79404cd8, Yosys 0.63+post, stock flow scripts
make -C /OpenROAD-flow-scripts/flow DESIGN_CONFIG=/design/flow/config.mk WORK_HOME=/design/flow/orfs finish
==> reports/results.ini <==
[floorplanning]
initCoreUtil_pct = 21.4
row_count = 21
die_h_um = 80
dieArea_um2 = 6400
core_um2 = 3420
ioPinCount = 24
die_w_um = 80

[logic_synthesis]
yosys_area_um2 = 732
syn_inst = 70
top_cell_area_share_pct = 45.1
ys_seq_share_pct = 45.1
yosys_warnings = 7
ys_cells = 70
ys_ff = 11
yosys.cell_types.count = 35
area_leaders = edfxtp_1 45%, ha_1 10%, nor3_1 3.4%
syn_area_per_cell_um2 = 10.5
netlist_area_um2 = 732
top_area_cell = edfxtp_1

[placed_design]
placed_area_um2 = 952
dp_hpwl_um = 1250
port_buffers = 18
globalplace.congestion = 0.844

[final_timing]
rsz0062_at_grt = no
finalClockSkew_ns = 0
finalHoldViolCount = 0
post-route-min-period_ns = 2.60
fmax_mhz = 384
setup_tns_ns = 0
setup_violations = 0
slew_viol_final = 0
post-route-period-util_pct = 66.8

[routing]
drt_iter0_drc = 12
first_pass_iters = 4
antenna_left = 0
drc = 0
num_vias = 568
routed_wl_um = 1630
antenna_cells_inserted = 0
wl_per_cell_um = 12.1
vias_per_cell = 4.21

[global_routing]
grt_max_degree = 11
grt_use_total_pct = 5.37
grt_pass1_wl_um = 2810
grt_pass1_vias = 593
gr-total-overflow = 0
antenna_found_initial = 0

[layout]
layout_top_cells = 18 x clkdlybuf4s50_1, 11 x edfxtp_1, 6 x ha_1
mostFrequentLayoutCell = clkdlybuf4s50_1
area_delta_synth_final_pct = 33.7
final_cell_area_um2 = 978
fill_cells = 370
logic_area_um2 = 362
register_area_um2 = 330
layout-drive-gt1-share_pct = 11.2

[clocking]
ctsResizeCount = 0
cts_setup_buffers = 0
root_buffer = clkbuf_4
cts_tree = yes
clkTransAtPathRegs_ns = 0.07
htreeDepth = 1
cts_hold_buf = 0
clockBufferDepth = 2
cts.sinks = 11
clock_latency_ns = 0.26
cts-buffers-inserted = 3

[job]
warnings = 33
maxCapViolations = 0

[setup_path]
start_kind = primary input
crit_fanout = 8
crit_arrival_ns = 2.63
crit_required_ns = 3.93
end_kind = flip-flop
critical_path_class = primary input to flip-flop

[power_and_ir_drop]
net-switching-power_w = 0.0000711
p_comb_share_pct = 22.3
leakage_nw = 0.344
swShare_pct = 24.5
irDropWorstVdd_uv = 73.4
power.density_nw_per_um2 = 297
clockPowerShare_pct = 27.4
seqPwrFrac_pct = 50.3
p_int_w = 0.000220

[min_path]
hold_path_class = flip-flop to flip-flop

[outcome]
status = finished, final reports clean

-- cells in the mapped netlist --
cell	count
nand3_1	2
xnor2_1	1
buf_4	2
and2b_2	1
nand2_1	2
edfxtp_1	11
o21bai_1	1
a211o_2	1
o21ai_1	1
a211oi_1	2
nor2b_1	2
conb_1	1
a21boi_0	1
buf_2	2
inv_2	1
nand2b_1	2
or3b_1	1
a22oi_1	2
clkbuf_1	1
a21oi_1	4
o22ai_1	1
inv_1	3
or2_2	1
a2111oi_0	2
nor3_1	5
nor2_1	3
o21ai_0	1
nor4_2	1
nor4_1	1
and2_1	1
a21o_1	1
or3_1	1
ha_1	6
a31o_1	1
maj3_2	1
-- cell type report --
cell class | count | area share [%]
clock buffer | 4 | 2.69
inverter | 4 | 1.53
multi-input combinational | 51 | 37.0
timing repair buffer | 19 | 19.2
sequential | 11 | 33.8
tap | 46 | 5.88
-- registers in the layout (all words and copies together) (netlist names) --
| register | count |
|---|---|
| ALU_Ctr | 4 |
| sl_WriteData | 1 |
| PC_Ctr | 1 |
| Mem_Ctr | 1 |
| Reg_Dst | 1 |
| MemToReg | 1 |
| Reg_Ctr | 1 |
| ALU_IN | 1 |
-- path summary, 6_finish.rpt --
kind,start,to,slack (ns),cells after the start
max,SM[1],MemToReg,1.30,7
min,MemToReg,MemToReg,0.61,1
max reg2reg,sl_WriteData,sl_WriteData,2.91,2
min reg2reg,MemToReg,MemToReg,0.61,1
-- metal layers --
metal	vias up	wire length [um]	track usage (%)	share of wire, %
li1	294	-	-	-
met5	-	0	0	0
met2	24	684	7.46	42
met3	2	221	3.18	14
met1	248	712	7.05	44
met4	0	8	1.06	0.49
-- power by group through the flow --
stage	Sequential [W]	Combinational [W]	Clock [W]
finish	0.000146	0.0000649	0.0000797
global route	0.000148	0.0000741	0.0000875
CTS	0.000146	0.0000663	0.0000825
-- stage by stage --
stage / hold slack [ns] / std cells / worst slack [ns] / utilization [%] / total power (W)
floorplan: 0.519 / 71 / 1.68 / - / 0.000180
global placement: 0.587 / 131 / 1.07 / 27.9 / 0.000214
detailed placement: 0.581 / 131 / 1.03 / 27.9 / 0.000215
CTS: 0.615 / 135 / 1.31 / 28.6 / 0.000295
global route: 0.634 / 135 / 1.19 / 28.6 / 0.000309
finish: 0.608 / 135 / 1.30 / 28.6 / 0.000291
-- critical path: stages --
cell and delay (ns):
clkdlybuf4s50_1 0.48, inv_1 0.13, ha_1 0.31, inv_2 0.08, maj3_2 0.30, or3_1 0.33, a31o_1 0.22
-- cells by family after synthesis --
family                   share of synthesized area (%)
adder cells (fa/ha/maj)                           11.8
flip-flops                                        45.1
other                                            0.512
buffers and inverters                             5.98
XOR/XNOR                                          1.20
AND-OR/OR-AND                                     17.1
AND/OR/NAND/NOR                                   18.3
No activity file was given, so power comes from the tool's default toggle rates.
